File: /design/flow/run.sh
#!/bin/bash
# OpenROAD 26Q1-2900-gdf79404cd8, Yosys 0.63+post, stock flow scripts
make -C /OpenROAD-flow-scripts/flow DESIGN_CONFIG=/design/flow/config.mk WORK_HOME=/design/flow/orfs finish
File: /design/flow/config.mk
export PLATFORM = sky130hd
export DESIGN_NAME = epcsrw
export DESIGN_NICKNAME = epcsrw
export VERILOG_FILES = /design/flow/design.v
export SDC_FILE = /design/flow/constraint.sdc
export NUM_CORES = 4
export LEC_CHECK = 1
export CORE_UTILIZATION = 40
File: /design/flow/constraint.sdc
current_design epcsrw

set clk_period 5.3
set clk_io_pct 0.2

create_clock -name clk0 -period $clk_period [get_ports {clk50}]

set non_clock_inputs [all_inputs -no_clocks]
set_input_delay [expr $clk_period * $clk_io_pct] -clock clk0 $non_clock_inputs
set_output_delay [expr $clk_period * $clk_io_pct] -clock clk0 [all_outputs]
File: /design/flow/design.v
module epcsrw(	
	input              clk50,reset,
	input  wire [7:0]  ioad,
	input  wire [15:0] iowdt,
	output wire [15:0] iordt,
	input  wire        ior, iow,
	output wire        DCLK, NCS0, ASDO,
	input              DATA0,
	output reg  [7:0]  led	
);
	spi spi( 
  .clk(clk50), .rstb(~reset),
  .sclk(DCLK), .Nss0(NCS0), .mosi(ASDO), .miso(DATA0),     
  .start(spi_req), .busy(spi_busy), .clk_end(spi_sdl),
  .wr_data(spi_sdt), .rd_data(), .rd_data_en(), .rd_1byte(rd_1byte)      
);
	reg rdreq, wereq, wrreq, sereq,irreq,spreq;
	reg ssreq, ssreqx;  
	wire [7:0] sdata;
	wire       sreq,epcs_status;
	wire [7:0] rddata;
	wire       ebusy,eillegal;
	reg [7:0] div10c,div1c,divtxr,wrdata;
	reg [15:0] resseq;
	(* noprune *)reg          clk10M,clk1M;
	reg [23:0] eadr;
	assign iordt = ioad[2:0]==2 ? {15'h00,spi_req|spi_busy} :
						ioad[2:0]==3 ? {8'h00,rd_1byte} :
						               {16'h0000};
always @(posedge clk50) begin  
		div10c <= div10c + 1; clk10M <= div10c[1]; 
		if(div1c==50) begin div1c <= 0; clk1M <=1; end
		else                begin div1c <= div1c + 1; clk1M <= 0; end
	end
	reg [23:0] epcs_addr;
	reg [7:0]  epcs_data;
	reg        epcs_wreq=0, epcs_rreq=0, epcs_ereq=0,epcs_ireq=0,epcs_preq=0,epcs_sreq=0;       
	always @(posedge clk50) begin
		if(ioad[7:3]==5'b00001) begin  
			if(iow)
				case(ioad[2:0])
					3'h0: eadr[23:16] <= iowdt[7:0];
					3'h1: eadr[15:0]  <= iowdt[15:0];
					3'h2: begin                   
						spi_wmd <= 1;
						spi_sdl <= 8;
						spi_sdt <= {8'h06,56'd0};
						spi_req <= 1;
					end
					3'h3: begin                   
						spi_sdl <= 40;
						spi_sdt <= {8'h02,eadr[23:0],iowdt[7:0],24'h000000};
						spi_req <= 1;
					end
					3'h4: begin                   
						spi_sdl <= 32;
						spi_sdt <= {8'hd8,eadr[23:0],32'd0};
						spi_req <= 1;						
					end
				endcase
			else if(ior) 
				case(ioad[2:0])
					3'h0: begin                    
						spi_sdl <= 40;
						spi_sdt <= {8'h03,eadr[23:0],32'h00000000};
						spi_req <= 1;
					end
					3'h1: begin                    
						spi_sdl <= 16;
						spi_sdt <= 64'h0500000000000000;
						spi_req <= 1;
					end
				endcase
		end 
		if(epcs_wreq && wrreq) epcs_wreq <= 0;
		if(epcs_rreq && rdreq) epcs_rreq <= 0;
		if(epcs_ereq && sereq) epcs_ereq <= 0;
		if(epcs_ireq && irreq) epcs_ireq <= 0;
		if(epcs_preq && spreq) epcs_preq <= 0;
		if(epcs_sreq && ssreq) epcs_sreq <= 0;
		if(spi_req) spi_req <= 0;
	end
	(* keep = 1 *)wire srx_en, spi_busy;
	(* keep = 1 *)wire [7:0] srx_dt;
	reg stx_req=0, stx_buf=0,stx_hex=0,epcs_sts=0;
	reg [7:0] stx_dt;
	reg spi_req, spi_wmd=0;
	reg [5:0] spi_sdl;
	reg [63:0] spi_sdt;
	(* keep = 1 *)wire [7:0]  rd_1byte;
endmodule
module spi( 
  clk, rstb,
  sclk,Nss0,mosi,miso,     
  start,busy,
  clk_end,
  wr_data,
  rd_data,rd_data_en,rd_1byte      
);
  input clk;
  input rstb;
  output sclk;
  output Nss0;
  output mosi;
  input miso;
  input start;         
  output busy;         
  input [5:0]clk_end;  
  input [63:0] wr_data;  
  output [63:0] rd_data; 
  output        rd_data_en;  
  output reg [7:0] rd_1byte;
  reg   sclk;
  reg   mosi;
  reg   start_d1;
  wire  start_sig;
  reg [5:0]  clk_end_cnt;
  reg        busy;
  reg [63:0] mosi_data;
  reg [63:0] miso_data;
  reg [63:0] rd_data;
  reg [11:0] cnt_1clk;
  reg [5:0]  clk_cnt;
  reg [15:0] state_cnt;
  reg        rd_data_en;
  parameter p_1bit_cnt = 12'd10;
  parameter p_mosi_chg = 12'd1;
  parameter p_miso_trg = p_1bit_cnt - 12'd1;
always @ (posedge clk or negedge rstb )
  if (rstb==1'b0) begin start_d1 <= 1'b0; end
  else            begin start_d1 <= start; end
assign start_sig= ((start==1'b1)&&(start_d1==1'b0))? 1'b1:1'b0;
always @ (posedge clk or negedge rstb )
  if (rstb==1'b0) clk_end_cnt <= 6'd0;
  else
    if (start_sig==1'b1) clk_end_cnt <= clk_end - 6'd1;
    else                     clk_end_cnt <= clk_end_cnt ;
always @ (posedge clk or negedge rstb )
  if (rstb==1'b0) busy <= 1'b0;
  else
    if (start_sig==1'b1)                                       busy <= 1'b1;
    else if ((cnt_1clk == p_1bit_cnt)&&(clk_cnt==clk_end_cnt)) busy <= 1'b0;
    else                                                       busy <= busy;
always @ (posedge clk or negedge rstb )
  if (rstb==1'b0) begin cnt_1clk <= 12'd0; clk_cnt <= 5'd0; end
  else 
    if (busy==1'b0) 
       begin cnt_1clk <= 12'd0; clk_cnt <= 5'd0; end
    else if (cnt_1clk == p_1bit_cnt) begin 
       cnt_1clk <= 12'd0;
       if (clk_cnt==clk_end_cnt) clk_cnt <= 6'd0;
       else                      clk_cnt <= clk_cnt + 6'd1;
       end
    else begin cnt_1clk <= cnt_1clk + 12'd1; clk_cnt <= clk_cnt; end
always @ (posedge clk or negedge rstb )
  if (rstb==1'b0) sclk <= 1'b0;
  else 
    if (busy==1'b0) sclk <= 1'b0;
    else if (cnt_1clk == p_1bit_cnt)              sclk <= 1'b0;
    else if (cnt_1clk == {1'b0,p_1bit_cnt[11:1]}) sclk <= 1'b1;
    else                                          sclk <= sclk;
assign Nss0 = ~busy;
always @ (posedge clk or negedge rstb )
  if (rstb==1'b0) mosi_data <= 64'b0;
  else
    if(start_sig==1'b1)            mosi_data <=wr_data;
    else if (cnt_1clk==p_mosi_chg) mosi_data <= {mosi_data[62:0],1'b0};        
    else                           mosi_data <= mosi_data;
always @ (posedge clk or negedge rstb )
  if (rstb==1'b0) mosi <= 1'b0;
  else
    if (busy==1'b1)
      if (cnt_1clk==p_mosi_chg) mosi <= mosi_data[63];
      else                      mosi <= mosi;
    else                        mosi <= 1'b0;
always @ (posedge clk or negedge rstb )
  if (rstb==1'b0) miso_data <= 64'd0;
  else
    if (cnt_1clk==p_miso_trg) miso_data <= {miso_data[62:0],miso};
    else                      miso_data <= miso_data;
always @ (posedge clk or negedge rstb )
  if (rstb==1'b0) rd_data <= 64'd0;
  else
    if ((cnt_1clk == p_1bit_cnt)&&(clk_cnt==clk_end_cnt)) rd_data <= miso_data;
    else                                                  rd_data <= rd_data;
always @ (posedge clk or negedge rstb )
  if (rstb==1'b0) rd_data_en <= 1'b0;
  else
    if ((cnt_1clk == p_1bit_cnt)&&(clk_cnt==clk_end_cnt)) begin rd_1byte <= miso_data[7:0]; rd_data_en <= 1'b1; end
    else                                                  rd_data_en <= 1'b0;
endmodule
==> out/results.md <==
| Group | Quantity | Value |
|:---|:---|:---|
| clock network | Latest clock arrival within the worst-skew pair | 0.41 ns |
| clock network | Clock Root Buffer | sky130_fd_sc_hd__clkbuf_16 |
| synthesis | Count of warnings emitted by yosys | 10 |
| drt | DRC violation total after the first TritonRoute iteration | 272 |
| hold path | Hold Path Class | reg2reg |
| setup path | Crit path capture type | output port |
| sta | Total negative setup slack | 0 ns |
| sta | Transition at the pin with the smallest max-transition slack | 0.814 ns |
| floorplan | FP Rows | 45 |
| clock network | Maximum level of the CTS H-tree | 4 |
| drt | Inserted Diodes | 0 |
| synthesis | Post-synth design cell area | 0.00631 mm^2 |
| synthesis | Synthesized netlist cell count | 515 |
| clock network | Number of buffers between clock root and the deepest sink | 2 |
| setup path | Required arrival time at the worst endpoint | 4.24 ns |
| placed design | Routability congestion estimate | 0.834 |
| clock network | Hold buffer count at cts | 0 |
| clock network | Clock-pin slew reported for the worst setup and hold paths after clock tree synthesis | 0.06 ns |
| clock network | Number of setup buffers added after CTS | 0 |
| placed design | Total half-perimeter wirelength after legalization and detailed placement | 7000 um |
| drt | DR DRC count | 0 |
| drt | Final routed wire length divided by cell count | 14.4 um |
| drt | Detailed-routing iteration count for the pre-antenna-repair pass | 4 |
| sta | Worst hold margin | 0.415 ns |
| run status | Run status | completed |
| power | VDD IR max | 0.196 mV |
| synthesis | Average footprint of a synthesized cell | 12.2 um^2 |
| sta | Upper clock frequency limit | 0.244 GHz |
| grt | Total global-route track usage | 15.3% |
| sta | Hold Violations, Final | 0 |
| final layout | Final core area utilization | 48.9% |
| grt | Initial antenna violation count | 0 |
| placed design | Minimum setup slack after placement | 1.22 ns |
| setup path | Worst setup path category | in2out |
| sta | Final setup violation count | 0 |
| grt | Vias in the first global route | 3,628 |
| grt | Global-route wire length before repair | 18,400 um |
| sta | Period minus WS final | 4.09 ns |
| sta | Worst Skew | 0.00585 ns |
| floorplan | Count of boundary I/O pins | 56 |
| clock network | Total number of clock tree sinks | 149 |
| sta | Fraction of the cycle the final worst path needs | 77.2% |
| sta | Unrepaired setup endpoints after global routing | false |
| drt | Via density | 4.92 |
| grt | Overall overflow remaining after global route | 0 |
| placed design | Count of input and output buffers | 39 |
| floorplan | Overall chip area | 0.0163 mm^2 |
| power | Leakage power summed over all cells | 3.12 nW |
| setup path | CP Launch Type | primary input |
| sta | Count of pins over their slew limit | 0 |
| run | Number of logged tool warnings | 27 |
| floorplan | Y dimension of the die | 128 um |
| final layout | Layout cells sized above 1 | 9.67% |
| clock network | Post-cts gate resize count | 0 |
| floorplan | Die Width | 128 um |
| power | Power per Cell Area | 381 mW/mm^2 |
| setup path | Largest driver fanout on the critical path | 13 |
| run | Tally of max-capacitance violations | 0 |
| grt | Pin count of the biggest net entering global routing | 42 |
| final layout | Area Overhead vs Synth | 18.7% |
| floorplan | Core footprint | 0.0153 mm^2 |
| floorplan | Fp_density | 41.2% |
| sta | Slack of the critical path | 1.21 ns |
| drt | Total Routed Length | 11,200 um |
| drt | DRT antenna net count | 0 |
| setup path | Arrival time of data at the critical path endpoint | 3.03 ns |
| sta | Remaining max-slew budget at the tightest pin | 45.7% |
| drt | Routed via count | 3,837 |
| clock network | Clock tree from TritonCTS | built |
| clock network | Total clock buffers created by CTS | 17 |
## through the flow
step                instance area (um^2)  power, mW  instances
floorplan                           6360       1.60        530
CTS                                 7490       2.88        780
global placement                    6890       1.68        748
detailed placement                  6890       1.69        748
global route                        7490       2.98        780
finish                              7490       2.85        780
## per-layer routing
metal  vias up  global-route usage (%)  wire length [um]
met4         0                    2.80               245
li1       1873                       -                 -
met3        17                    4.44               718
met2       109                    21.2              4760
met5         -                       0                 0
met1      1838                    26.0              5490
## cell type report
class / instances / area (um^2)
Inverter: 14 / 52.6
Clock buffer: 20 / 437
Clock inverter: 12 / 155
Tap cell: 211 / 264
Timing Repair Buffer: 47 / 463
Multi-Input combinational cell: 327 / 2080
Sequential cell: 149 / 4030
Fill cell: 1340 / 7830
## final timing paths
path | from | end | slack (ns) | depth (start not counted)
worst max-delay path | ioad[1] | iordt[3] | 1.21 | 5
worst min-delay path | spi_req | spi.start_d1 | 0.42 | 0
worst max register to register | spi.cnt_1clk[8] | spi.rd_1byte[4] | 2.62 | 4
worst min register to register | spi_req | spi.start_d1 | 0.42 | 0
max in group asynchronous | reset | spi.mosi_data[48] | 3.12 | 3
min in group asynchronous | reset | spi.cnt_1clk[3] | 1.15 | 2
## layout by cell type (no fill, tap or decap), drive strengths merged, types with 3 or more instances in the layout
cell	n
a21oi	10
a31oi	4
and2	8
and3	9
buf	8
bufinv	3
clkbuf	20
clkdlybuf4s50	39
clkinv	7
conb	16
dfrtp	74
dfxtp	7
edfxtp	68
ha	5
inv	14
mux2	8
mux2i	40
nand2	52
nand2b	8
nand3	10
nand4	8
nor2	26
nor2b	27
nor3	4
nor4	9
o21ai	43
o32ai	3
or4	5
xnor2	11
## state kept, by name, summed over array words and instances (netlist names)
name,cells
eadr,24
spi.mosi_data,40
spi_req,1
spi.clk_cnt,6
spi.mosi,1
spi.busy,1
spi.sclk,1
spi.clk_end_cnt,4
spi.rd_1byte,8
spi_sdl,4
spi.start_d1,1
spi.clk_end,2
spi_sdt,36
spi.cnt_1clk,12
spi.miso_data,8
## worst max-delay path: stages
cell	delay, ns
sky130_fd_sc_hd__clkdlybuf4s50_1	0.74
sky130_fd_sc_hd__nand2b_1	0.18
sky130_fd_sc_hd__nor2_1	0.38
sky130_fd_sc_hd__and2_1	0.20
sky130_fd_sc_hd__clkdlybuf4s50_1	0.47
## power breakdown
part | internal (mW) | total [mW] | leakage, nW | switching, mW
Sequential | 1.31 | 1.38 | 1.69 | 0.0654
Combinational | 0.137 | 0.289 | 1.14 | 0.152
Clock | 0.740 | 1.19 | 0.284 | 0.445
Power is estimated from default activity; no workload was simulated.
